File: /design/flow/run.sh
#!/bin/bash
# OpenROAD 26Q1-2900-gdf79404cd8, Yosys 0.63+post, stock flow scripts
make -C /OpenROAD-flow-scripts/flow DESIGN_CONFIG=/design/flow/config.mk WORK_HOME=/design/flow/orfs finish
File: /design/flow/config.mk
export PLATFORM = sky130hd
export DESIGN_NAME = RegisterFile
export DESIGN_NICKNAME = RegisterFile
export VERILOG_FILES = /design/flow/design.v
export SDC_FILE = /design/flow/constraint.sdc
export NUM_CORES = 4
export LEC_CHECK = 1
export CORE_UTILIZATION = 30
File: /design/flow/constraint.sdc
current_design RegisterFile

set clk_period 11.7
set clk_io_pct 0.2

create_clock -name clk0 -period $clk_period [get_ports {clk}]

set non_clock_inputs [all_inputs -no_clocks]
set_input_delay [expr $clk_period * $clk_io_pct] -clock clk0 $non_clock_inputs
set_output_delay [expr $clk_period * $clk_io_pct] -clock clk0 [all_outputs]
File: /design/flow/design.v
module RegisterFile(input	reset,
                    input clk,
                    input [4:0] rs1,           
                    input [4:0] rs2,           
                    input [4:0] rd,            
                    input [31:0] rd_din,       
                    input write_enable,           
                    output reg [31:0] ecall,
                    output reg [31:0] rs1_dout,    
                    output reg [31:0] rs2_dout);   
  integer i;
  integer j;
  reg [31:0] rf[0:31];
  always @(*)begin
    rs1_dout = rf[rs1];
    rs2_dout = rf[rs2];
    ecall = rf[17];
  end
  always @(posedge clk) begin
    if(write_enable ==1 && rd!=0)begin
      rf[rd] = rd_din;
    end
  end
  always @(posedge clk) begin
    if (reset) begin
        j = 0;
      for (i = 0; i < 32; i = i + 1)
        rf[i] = 32'b0;
      rf[2] = 32'h2ffc;  
    end
  end
endmodule
==> flow_metrics.tcl <==
# flow metrics
set metrics [dict create \
    status "finished clean" \
    cpMaxStageDelayCell "clkdlybuf4s50_1" \
    cpLargestDelayFamily "buffers and inverters" \
    ir_worst_vdd_v 0.000112 \
    die_h_um 434 \
    synth_area_um2 55900 \
    grt_pass1_wl_um 274000 \
    yosys_cells 4603 \
    dr.pass1.iters 6 \
    antenna_left 0 \
    grt_max_degree 87 \
    setup_viol 0 \
    clkTransAtPathRegs_ns 0.06 \
    leakage_nw 24.1 \
    aoi_share_pct 7.01 \
    synth_cell_types 27 \
    pre_cts_ws_ns 3.33 \
    grt_antenna_before_repair 8 \
    gp_congestion 0.942 \
    cts_sinks 1024 \
    core_um2 185000 \
    crit_fanout 61 \
    slew_headroom_pct 42.1 \
    cts_root_buf "clkbuf_16" \
    drc 0 \
    crit_type "input port to output port" \
    rsz0062_at_grt "false" \
    ys_ff 1024 \
    syn_inst 4603 \
    ctsResizeCount 0 \
    yosysTopAreaCellShare_pct 55.0 \
    htree_num_levels 3 \
    mux_area_share_pct 18.3 \
    tightest_slew_ns 0.861 \
    cp-end-kind "output port" \
    logic_family "multiplexers" \
    grt_pass1_vias 38300 \
    hpwl_um 114000 \
    grt_overflow 0 \
    cap_violations 0 \
    fp-row-count 158 \
    edf_count 1024 \
    cts_made_buffers 102 \
    vias_per_cell 5.25 \
    avgRoutedWirePerCell_um 27.2 \
    finalClockPeriodUsage_pct 72.9 \
    fp_util_pct 30.2 \
    die_area_um2 188000 \
    final.setup.tns_ns 0 \
    port_buffers 145 \
    crit_arrival_ns 6.19 \
    grtUsageTotal_pct 21.4 \
    yosys.area_share.adder_pct 0 \
    drt_wl_total_um 195000 \
    p_per_area_nw_per_um2 140 \
    post_cts_buffers 0 \
    fin_ws_ns 3.17 \
    syn_to_final_growth_pct 12.9 \
    die_w_um 434 \
    initialDrtViolationCount 2745 \
    nFillCells 17700 \
    fin_crit_ns 8.53 \
    finalHoldViolations 0 \
    warnings 26 \
    fmax_mhz 117 \
    yosysWarnings 1 \
    fin_util_pct 34.1 \
    async_flop_share_pct 0 \
    ys_sh_xor_pct 0 \
    required_ns 9.36 \
    yosys_area_um2 55900 \
    syn_avg_cell_area_um2 12.2 \
    cp_num_buf_inv 4 \
    cpPeakStageDelay_ns 0.64 \
    num_vias 37600 \
    flop_cell "edfxtp_1" \
    ctsLongestPathBuffers 3 \
    final_layout_size_suffix_gt1_share_pct 8.16 \
    simple_gate_area_share_pct 15.6 \
    yosysTopAreaCell "edfxtp_1" \
    io-pin-count 146 \
    largest_register_ffs 1024 \
    cp-start-kind "input port" \
    area_leaders "edfxtp_1 (55%), mux2i_1 (18%), and2_1 (11%)" \
    drv_slew 0 \
    hp-class "input port to register" \
    tritoncts "done" \
    crit_path_cell_trace "clkdlybuf4s50_1, nor2b_4, buf_12, buf_4, a22o_1, nor3_1, a31oi_1, nand3_1, clkdlybuf4s50_1" \
    ys_seq_share_pct 55.0 \
    postCtsHoldBufs 0 \
    path_common_cell "clkdlybuf4s50_1" \
    common_cells "edfxtp_1 (1,024), mux2i_1 (1,024), and2_1 (983), clkbuf_1 (232), nand2_1 (195)" \
]
[final cells by class]
cell class | instances | area (µm²) | area share (%)
timing repair buffer | 302 | 2770 | 4.39
antenna | 7 | 17.5 | 0.0277
clock inverter | 61 | 607 | 0.961
clock buffer | 129 | 2740 | 4.34
sequential | 1024 | 30700 | 48.7
tap | 2480 | 3100 | 4.91
multi-input combinational | 3163 | 23100 | 36.7
[report_power, final]
group	leakage, nW	internal (W)	switching [W]
combinational	12.7	0.000405	0.000729
clock	1.64	0.00192	0.00144
sequential	9.78	0.00425	0.000106
[placed cells by master (no fill, tap or decap), types with 2 or more instances in the layout]
master	netlist	final
mux2i_1	1024	1024
edfxtp_1	1024	1024
and2_1	983	981
nand3_1	194	194
nand2_1	195	193
a22oi_1	192	192
a21oi_1	192	192
buf_4	65	146
clkdlybuf4s50_1	0	142
a22o_1	128	128
clkbuf_16	0	106
nor3_1	64	64
a31oi_1	64	64
or2_2	33	33
conb_1	1	32
nor2_2	13	29
clkinv_1	0	24
clkbuf_1	232	23
clkinv_2	0	18
or3_1	12	12
bufinv_16	0	12
buf_12	0	11
diode_2	0	7
nand3b_1	5	5
nor2_4	0	4
nor2b_4	0	4
nand2b_2	0	4
inv_6	0	3
and2_4	0	2
nand2_2	0	2
or3b_1	2	2
clkinvlp_4	0	2
buf_8	0	2
[path summary, 6_finish.rpt]
| check | start | endpoint | slack (ns) | depth (start not counted) |
|---|---|---|---|---|
| max | rs2[0] | rs2_dout[7] | 3.17 | 9 |
| min | reset | rf[0][9] | 2.20 | 2 |
[per-stage QoR]
stage	cell area [µm²]	power (W)	hold WS, ns	instances
2_1_floorplan	56100	0.00504	2.52	4634
3_5_place_dp	59800	0.00556	2.92	6969
3_3_place_gp	59800	0.00555	2.92	6969
6_report	63100	0.00885	2.20	7166
4_1_cts	63100	0.00888	2.15	7159
5_1_grt	63100	0.00910	2.22	7159
[cell families (layout without fill, tap and decap cells)]
family / after synthesis / after routing
mux: 1024 / 1024
simple gates: 1531 / 1531
flops: 1024 / 1024
other cells: 1 / 39
buf+inv: 447 / 492
compound gates: 576 / 576
[routing by layer]
layer	global-route usage (%)	wire length (µm)
met5	0.494	72
met4	9.08	9940
met3	10.2	22300
met2	33.9	93200
met1	25.0	69000
Power and IR drop assume default switching activity.
