## ./run.sh

```bash
#!/bin/bash
# OpenROAD 26Q1-2900-gdf79404cd8, Yosys 0.63+post, stock flow scripts
make -C /OpenROAD-flow-scripts/flow DESIGN_CONFIG=/design/flow/config.mk WORK_HOME=/design/flow/orfs finish
```

## ./config.mk

```make
export PLATFORM = sky130hd
export DESIGN_NAME = TwoBitGlobalPredictor
export DESIGN_NICKNAME = TwoBitGlobalPredictor
export VERILOG_FILES = /design/flow/design.v
export SDC_FILE = /design/flow/constraint.sdc
export NUM_CORES = 4
export LEC_CHECK = 1
export CORE_UTILIZATION = 30
```

## ./design.v

```verilog
module TwoBitGlobalPredictor( 
                                input reset,
                                input clk,
                                input [31:0] current_pc,
                                input [31:0] actual_pc,
                                input [31:0] ID_EX_pc,
                                input [31:0] ID_EX_predicted_pc,
                                input IsBranch,
                                input IsJAL,
                                input IsJALR,
                                input bcond,
                                input is_stall,
                                output reg [31:0] predicted_pc,
                                output reg predicted_taken
                                );
    reg [59:0] BTB [0:31];
    reg [1:0] predictor_state;
    integer i;
    reg [24:0] tag;
    reg [4:0] index;
    reg taken;
    reg correct_prediction;
    always @(*) begin
        tag = current_pc[31:7];
        index = ID_EX_pc[6:2];
        if (IsJAL || IsJALR || (IsBranch && bcond))
            taken = 1;
        else
            taken = 0;
        if (actual_pc == ID_EX_predicted_pc)
            correct_prediction = 1;
        else
            correct_prediction = 0;
    end
    always @(*) begin
         if((current_pc[31:7] == BTB[current_pc[6:2]][56:32]) && (predictor_state == 2'b10 ||predictor_state== 2'b11) && (BTB[current_pc[6:2]][57] == 1)) begin
                predicted_pc = BTB[current_pc[6:2]][31:0];
                predicted_taken = 1;
         end
         else begin
            predicted_pc = current_pc + 4;
            predicted_taken = 0;
         end
    end
    always @(posedge clk) begin
        if(reset) begin
            predictor_state <= 0;
            for(i = 0; i< 32 ; i = i + 1)
                BTB[i][59:0] <= 0;
        end
        else begin
            if((IsBranch || IsJAL || IsJALR) && !is_stall ) begin
                if(taken) begin
                    BTB[index][57] <= 1;
                    BTB[index][56:32] <= ID_EX_pc[31:7];
                    BTB[index][31:0] <= actual_pc;
                end
                case(predictor_state)
                    2'b00: begin
                        if(taken)predictor_state <= 2'b01;
                        else predictor_state<= 2'b00;
                    end
                    2'b01: begin
                        if(taken) predictor_state <= 2'b10;
                        else predictor_state <= 2'b00;
                    end
                    2'b10: begin
                        if(taken)predictor_state <= 2'b11;
                        else predictor_state <= 2'b01;
                    end
                    2'b11: begin
                        if(taken) predictor_state <= 2'b11;
                        else predictor_state <= 2'b10;
                    end
                endcase
            end
        end
    end
endmodule
module GsharePredictor( 
                        input reset,
                        input clk,
                        input [31:0] current_pc,
                        input [31:0] actual_pc,
                        input [31:0] ID_EX_pc,
                        input [31:0] ID_EX_predicted_pc,
                        input IsBranch,
                        input IsJAL,
                        input IsJALR,
                        input bcond,
                        input is_stall,
                        output reg [31:0] predicted_pc,
                        output reg predicted_taken
                        );
    reg[64:0] BTB [0:31];
    integer i;   
    reg [1:0] predictor_state;
    reg [24:0] current_tag;
    reg [24:0] ID_EX_tag;
    reg [4:0] current_index;
    reg [4:0] ID_EX_index;
    reg [4:0] current_XORindex;
    reg [4:0] ID_EX_XORindex;
    reg [4:0] BHSR;
    reg taken;
    always @(*) begin
        current_tag = current_pc[31:7];
        ID_EX_tag = ID_EX_pc[31:7];
        current_index = current_pc[6:2];
        ID_EX_index = ID_EX_pc[6:2];
        current_XORindex = current_index ^ BHSR;
        ID_EX_XORindex = ID_EX_index ^ BHSR;
        if (IsJAL || IsJALR || (IsBranch && bcond))
            taken = 1;
        else
            taken = 0;    
    end
    always @(*) begin
         if((current_tag == BTB[current_XORindex][56:32]) && (BTB[ID_EX_XORindex][64:63] == 2'b10 || BTB[ID_EX_XORindex][64:63] == 2'b11)&& (BTB[current_XORindex][57] == 1)&&(BTB[current_XORindex][62:58]==current_pc[6:2] )) begin
                predicted_pc = BTB[current_XORindex][31:0];
                predicted_taken = 1;
         end
         else begin
            predicted_pc = current_pc + 4;
            predicted_taken = 0;
         end
    end
    always @(posedge clk) begin
        if(reset) begin
            BHSR <= 0;
            predictor_state <=0;
            for(i = 0; i< 32 ; i = i + 1)
                BTB[i][57:0] <= 0;
                BTB[i][62:58] <= 0;
                BTB[i][64:63] <=0;
        end
        else begin
            if((IsBranch || IsJAL || IsJALR) && !is_stall ) begin
                if(taken) begin
                    BTB[ID_EX_XORindex][62:58] <= ID_EX_pc[6:2];
                    BTB[ID_EX_XORindex][57] <= 1;
                    BTB[ID_EX_XORindex][56:32] <= ID_EX_tag;
                    BTB[ID_EX_XORindex][31:0] <= actual_pc;
                end
                if(taken)begin
                    BHSR <= {BHSR[3:0],1'b1};
                end
                else begin
                    BHSR <= {BHSR[3:0],1'b0};
                end
                case(BTB[ID_EX_XORindex][64:63])
                    2'b00: begin
                        if(taken) BTB[ID_EX_XORindex][64:63] <= 2'b01;
                        else BTB[ID_EX_XORindex][64:63] <= 2'b00;
                    end
                    2'b01: begin
                        if(taken) BTB[ID_EX_XORindex][64:63] <= 2'b10;
                        else BTB[ID_EX_XORindex][64:63] <= 2'b00;
                    end
                    2'b10: begin
                        if(taken) BTB[ID_EX_XORindex][64:63] <= 2'b11;
                        else BTB[ID_EX_XORindex][64:63] <= 2'b01;
                    end
                    2'b11: begin
                        if(taken) BTB[ID_EX_XORindex][64:63] <= 2'b11;
                        else BTB[ID_EX_XORindex][64:63] <= 2'b10;
                    end
                endcase
            end
        end
        end
endmodule
```

## ./constraint.sdc

```tcl
current_design TwoBitGlobalPredictor

set clk_period 35.5
set clk_io_pct 0.2

create_clock -name clk0 -period $clk_period [get_ports {clk}]

set non_clock_inputs [all_inputs -no_clocks]
set_input_delay [expr $clk_period * $clk_io_pct] -clock clk0 $non_clock_inputs
set_output_delay [expr $clk_period * $clk_io_pct] -clock clk0 [all_outputs]
```

==> impl_metrics.csv <==
group,metric,value,unit
final_timing,clock_skew,0.000189,ns
final_timing,max_freq,47.6,MHz
setup_path,slowest_delay,0.77,ns
cts,clock_sinks,1860,
global_route,grt.total_usage,0.213,
die,core_area,282000,µm²
global_route,grt_pass1_wl,397000,µm
setup_path,path_cells,"buf_8, buf_4, buf_4, buf_4, mux4_2, nand2b_1, a221oi_1, o21ai_0, nand4b_1, nor4_2, and4_2, buf_4, and3_1, a21oi_1, clkdlybuf4s50_1",
cts,clk_path_buf_depth,3,
die,pin_count,168,
setup_path,worst_path_dominant_cell_family,"buffers and inverters",
route,wl,284000,µm
worst_hold_path,min_path_type,"reg2reg",
power_and_ir_drop,peakVddDrop,0.0473,mV
yosys,numSynthFlops,1860,
yosys,ys_seq_share,0.651,
power_and_ir_drop,combPwrFrac,0.083,
yosys,synth_cell_type_count,73,
cts,hold_buffers,0,
outcome,status,"completed",
cts,tritoncts,"built",
layout,drive_above_1_share,0.190,
power_and_ir_drop,p_leak,33.5,nW
final_timing,worstMarginPinSlew,1.04,ns
final_timing,drv_slew,0,
die,die-height,535,µm
yosys,yosys.area.top_type,"edfxtp_1",
final_timing,relSlewSlack,0.302,
yosys,top_cells_by_area,"edfxtp_1 (64%), and2_1 (13%), mux4_2 (12%)",
setup_path,start_kind,"input port",
setup_path,cp-end-kind,"primary output",
job,warnings,61,
final_timing,period_needed,21.02,ns
final_timing,finalSetupViolations,0,
setup_path,crit_arrival,13.92,ns
final_timing,min_period_over_period,0.592,
setup_path,required,28.40,ns
route,routed_via_density,5.12,
layout,syn2layout_area_growth,14.8,%
final_timing,tns,0,ns
cts,clock.latency.late_pin,0.84,ns
yosys,synth_async_sr_flop_share,0,
power_and_ir_drop,p_int,3.81,mW
route,drtIter0Drc,3267,
die,die_w,535,µm
power_and_ir_drop,powerDensity,50.7,nW/µm²
layout,lay_top_count,"and2_1",
cts,htreeDepth,4,
global_route,grt_pass1_vias,51600,
route,drc,0,
route,drt-pass1-iter-count,7,
die,fp-utilization,0.302,
setup_path,critPathBufInv,6,
global_route,grt_antenna_before_repair,29,
power_and_ir_drop,clkPwrFrac,0.403,
final_timing,hold_viol,0,
job,maxCapViolations,0,
power_and_ir_drop,p_sw,1.15,mW
route,ant_nets,0,
setup_path,cp_common_cell,"buf_4",
die,chip_area,286000,µm²
setup_path,critPathSlowestCell,"a21oi_1",
yosys,ff_type,"edfxtp_1",
place,dp_hpwl,168000,µm
route,wl_per_cell,30.0,µm
yosys,edf_count,1824,
place,port_buffers,133,
yosys,yosysTopAreaCellShare,0.643,
place,place.gp.congestion,0.922,
layout,lay_top_cells,"and2_1 (1834), edfxtp_1 (1824), mux4_2 (464)",
global_route,grt-ovfl-total,0,
yosys,ys_warn_count,1,
layout,fin_area,97800,µm²
yosys,syn_area,85200,µm²
cts,cts_root_buf,"clkbuf_16",
setup_path,r2r_slack,34.48,ns
yosys,yosys_cells,5481,
power_and_ir_drop,sw_frac_of_total,0.232,
cts,cts_resized,0,
final_timing,rsz0062_at_grt,"false",
die,core.rowCount,195,
cts,clk_pin_slew,0.06,ns
global_route,grt_max_degree,58,
yosys,avgSynthCellArea,15.5,µm²
yosys,ys_area,85200,µm²
route,vias,48400,
yosys,netlist_instances,5481,
cts,cts_inserted_buffers,196,
cts,postCtsSetupBuffers,0,
setup_path,path_max_fanout,37,
setup_path,worstSetupPathType,"in2out",
power_and_ir_drop,power_frac_seq,0.514,
place,placed_cell_area,91500,µm²
==> cells in the mapped netlist (5+ instances only) <==
master and number:
and2_1 1834, edfxtp_1 1824, mux4_2 464, clkbuf_1 452
mux2i_1 138, nand2_1 102, nor2_1 56, buf_2 52
o21ai_0 48, a21oi_1 36, dfxtp_1 36, a21o_1 34
and3_1 33, a22o_1 27, o221ai_1 27, a22oi_1 20
buf_6 20, nand3_1 20, xnor2_1 19, nor3_1 18
nand4_1 16, a211oi_1 15, a221oi_1 13, o22ai_1 13
xor2_1 13, inv_1 11, a211o_1 8, nand2b_1 8
or3_1 7, buf_4 6, mux2_2 6, nand4b_1 6
nor2b_1 6, buf_1 5, buf_8 5, nand3b_1 5
nor4_1 5, o22a_1 5
==> state kept, by name (all words and copies together) (netlist names) <==
name and cells:
BTB 1856, predictor_state 4
==> worst register-to-register path: stages (launching register included) <==
cell      delay [ns]
dfxtp_1         0.56
mux2i_1         0.15
a211oi_1        0.23
==> cells by family (layout without fill, tap and decap cells) <==
family                   Yosys count  in the layout  synth area share
flip-flops                      1860           1860             0.651
XOR/XNOR                          32             32           0.00329
AND/OR/NAND/NOR                 2143           2143             0.153
adder cells (fa/ha/maj)            1              1          0.000147
buffers and inverters            553            762            0.0278
AND-OR/OR-AND                    284            284            0.0241
multiplexers                     608            608             0.140
other                              0             25                 0
==> power groups by stage <==
stage         logic [mW]  clock network (mW)  registers (mW)
CTS                0.409                2.02            2.55
global route       0.430                2.10            2.56
finish             0.411                2.00            2.55
==> area by class of cell <==
| cell class | count | area [µm²] |
|---|---|---|
| Sequential cell | 1860 | 55500 |
| Clock inverter | 90 | 900 |
| Clock buffer | 267 | 5320 |
| Timing Repair Buffer | 392 | 3310 |
| Fill cell | 26000 | 185000 |
| Inverter | 13 | 56.3 |
| Tap cell | 3743 | 4680 |
| Multi-Input combinational cell | 3068 | 28000 |
| Antenna cell | 25 | 62.6 |
==> path summary, 6_finish.rpt <==
check                           depth (start not counted)                          to                       start
worst max register to register                          2  predictor_state[2]$_DFF_P_  predictor_state[1]$_DFF_P_
worst min-delay path                                    1     BTB[6][57]$_SDFFE_PP1P_     BTB[6][57]$_SDFFE_PP1P_
worst min register to register                          1     BTB[6][57]$_SDFFE_PP1P_     BTB[6][57]$_SDFFE_PP1P_
worst max-delay path                                   15            predicted_pc[24]               current_pc[2]
==> metal layers <==
metal,global-route usage,part of all wire
met4,0.0805,0.047
met1,0.223,0.31
met3,0.178,0.19
met5,0.0247,0.0029
met2,0.310,0.45
==> per-stage QoR <==
step | std cells | setup WS, ns | total power, mW | utilization | hold WS, ns
after detailed placement | 9076 | 14.53 | 3.00 | 0.324 | 0.437
after global routing | 9442 | 14.25 | 5.09 | 0.346 | 0.457
after CTS | 9433 | 14.53 | 4.98 | 0.346 | 0.450
after global placement | 9076 | 14.51 | 2.99 | 0.324 | 0.431
after floorplan | 5481 | 18.40 | 2.83 | - | 0.425
final | 9458 | 14.48 | 4.96 | 0.346 | 0.449
Power and IR drop assume default switching activity.
